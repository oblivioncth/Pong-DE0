==> flow/config.mk <==
export PLATFORM = sky130hd
export DESIGN_NAME = safeinput
export DESIGN_NICKNAME = safeinput
export VERILOG_FILES = /design/flow/design.v
export SDC_FILE = /design/flow/constraint.sdc
export NUM_CORES = 4
export LEC_CHECK = 1
export CORE_UTILIZATION = 30
==> flow/constraint.sdc <==
current_design safeinput

set clk_period 4.7
set clk_io_pct 0.2

create_clock -name clk0 -period $clk_period [get_ports {clk3}]

set non_clock_inputs [all_inputs -no_clocks]
set_input_delay [expr $clk_period * $clk_io_pct] -clock clk0 $non_clock_inputs
set_output_delay [expr $clk_period * $clk_io_pct] -clock clk0 [all_outputs]
==> flow/design.v <==
module safeinput (inp,clk3,safe); 
	input inp,clk3; 
	output reg safe; 
reg [63:0] zed; 
always@(posedge clk3)
	begin 
		if (inp==1 & zed==0)
			begin 
				safe <= 1; 
				zed <= zed +1; 
			end 
		else 
			begin 
				if (zed>0) 
					begin safe <=0; 
						if (zed<62500001) zed<=zed+1; 
						else zed<=0; 
					end 
			end 
	end 
endmodule
==> flow/run.sh <==
#!/bin/bash
# OpenROAD 26Q1-2900-gdf79404cd8, Yosys 0.63+post, stock flow scripts
make -C /OpenROAD-flow-scripts/flow DESIGN_CONFIG=/design/flow/config.mk WORK_HOME=/design/flow/orfs finish
==> flow_results.xml <==
<?xml version="1.0" encoding="UTF-8"?>
<metrics>
  <group name="layout">
    <metric name="layout.filler_cells" unit="">893</metric>
    <metric name="flop_area" unit="um2">1940</metric>
    <metric name="final_layout_size_suffix_gt1_frac" unit="">0.103</metric>
    <metric name="syn2layout_area_growth" unit="%">17.1</metric>
    <metric name="layout.area.comb" unit="um2">1080</metric>
  </group>
  <group name="clocking">
    <metric name="clock_tree.buffer_depth" unit="">2</metric>
    <metric name="clk-insertion-delay-late" unit="ns">0.34</metric>
    <metric name="clock_tree_from_tritoncts" unit="">done</metric>
    <metric name="htreeDepth" unit="">3</metric>
    <metric name="number_of_setup_buffers_added_after_cts" unit="">0</metric>
    <metric name="cts_hold_buf" unit="">0</metric>
    <metric name="clkTransAtPathRegs" unit="ns">0.07</metric>
    <metric name="cts-root-buf" unit="">sky130_fd_sc_hd__clkbuf_8</metric>
    <metric name="tritoncts.num_buffers" unit="">9</metric>
    <metric name="post_cts_resize_count" unit="">0</metric>
    <metric name="cts.sink_count" unit="">65</metric>
  </group>
  <group name="run_status">
    <metric name="run_status" unit="">finished clean</metric>
  </group>
  <group name="pwr">
    <metric name="share_clk_of_total_power" unit="">0.462</metric>
    <metric name="power.switching_fraction" unit="">0.183</metric>
    <metric name="internal_power" unit="mW">1.00</metric>
    <metric name="cellLeakagePower" unit="nW">1.24</metric>
    <metric name="switchingPower" unit="uW">224</metric>
    <metric name="power" unit="mW">1.23</metric>
    <metric name="ir_drop" unit="mV">0.256</metric>
    <metric name="sequentialPowerShare" unit="">0.532</metric>
    <metric name="pwr_density_cell" unit="nW/um2">352</metric>
    <metric name="power.combinational.fraction" unit="">0.005</metric>
  </group>
  <group name="synthesis">
    <metric name="distinct_cells_synth" unit="">37</metric>
    <metric name="top_cell" unit="">sky130_fd_sc_hd__edfxtp_1</metric>
    <metric name="synth.largest_area_cell" unit="">sky130_fd_sc_hd__edfxtp_1</metric>
    <metric name="edf_count" unit="">64</metric>
    <metric name="synth-async-reset-ratio" unit="">0</metric>
    <metric name="synth_top_flop_cell" unit="">sky130_fd_sc_hd__edfxtp_1</metric>
    <metric name="synth_area" unit="um2">2970</metric>
    <metric name="synthesis.yosys.warnings" unit="">1</metric>
    <metric name="netlist_instances" unit="">214</metric>
    <metric name="top_cells_by_area" unit="">sky130_fd_sc_hd__edfxtp_1, sky130_fd_sc_hd__xor2_1, sky130_fd_sc_hd__nor3_1</metric>
    <metric name="synthDominantCellAreaShare" unit="">0.646</metric>
    <metric name="post_synth.cell_area_avg" unit="um2">13.9</metric>
    <metric name="leading_cell_types_by_count_after_synthesis" unit="">sky130_fd_sc_hd__edfxtp_1, sky130_fd_sc_hd__nor3_1, sky130_fd_sc_hd__nor4_1, sky130_fd_sc_hd__xor2_1</metric>
    <metric name="postSynthRegisterBits" unit="">65</metric>
    <metric name="synth_chip_area" unit="um2">2970</metric>
    <metric name="synth_seq_share" unit="">0.653</metric>
    <metric name="yosysCellCount" unit="">214</metric>
  </group>
  <group name="floorplanning">
    <metric name="floorplan.die.height" unit="um">102</metric>
    <metric name="core_area" unit="um2">9420</metric>
    <metric name="ioPinCount" unit="">3</metric>
    <metric name="fp-utilization" unit="">0.316</metric>
    <metric name="die_area" unit="um2">10300</metric>
    <metric name="core_rows" unit="">35</metric>
    <metric name="die_x" unit="um">102</metric>
  </group>
  <group name="hold_path">
    <metric name="worstHoldStart" unit="">safe</metric>
    <metric name="timing.hold.worst_path_depth" unit="">2</metric>
    <metric name="worstHoldPathType" unit="">reg2reg</metric>
    <metric name="min_to" unit="">safe</metric>
  </group>
  <group name="timing">
    <metric name="final_setup_violation_count" unit="">0</metric>
    <metric name="timing.clock.skew" unit="ns">0.00715</metric>
    <metric name="timing.final.hold_violations" unit="">0</metric>
    <metric name="final_period_minus_worst_setup_slack" unit="ns">3.22</metric>
    <metric name="timing_worst_slew_pin_value" unit="ns">0.981</metric>
    <metric name="slew-limit-headroom" unit="">0.346</metric>
    <metric name="timing.fmax" unit="MHz">311</metric>
    <metric name="rsz0062_at_grt" unit="">no</metric>
    <metric name="finalMaxSlewViolations" unit="">0</metric>
    <metric name="finalCritPeriodShare" unit="">0.685</metric>
    <metric name="tns" unit="ns">0</metric>
  </group>
  <group name="drt">
    <metric name="detail_route.first_pass.iterations" unit="">4</metric>
    <metric name="insertedDiodeCount" unit="">0</metric>
    <metric name="via_count_normalized_by_instance_count" unit="">4.68</metric>
    <metric name="maxUsedRoutingLayer" unit="">met4</metric>
    <metric name="met2RoutedLength" unit="um">2060</metric>
    <metric name="num_vias" unit="">1824</metric>
    <metric name="route.layer.met1.wl" unit="um">2470</metric>
    <metric name="dr_wl_met3" unit="um">260</metric>
    <metric name="detail-route-antenna-nets" unit="">0</metric>
    <metric name="drt-wirelength-per-cell" unit="um">12.5</metric>
    <metric name="drc_violations_left" unit="">0</metric>
    <metric name="wirelength" unit="um">4870</metric>
    <metric name="drtIter0Drc" unit="">126</metric>
  </group>
  <group name="worst_setup_path">
    <metric name="worst_ep_required_time" unit="ns">4.75</metric>
    <metric name="regToRegSetupSlack" unit="ns">1.48</metric>
    <metric name="timing.critical_path.to_type" unit="">flip-flop</metric>
    <metric name="critPathMaxFanout" unit="">37</metric>
    <metric name="criticalPathCategory" unit="">reg2reg</metric>
    <metric name="cp_arrival" unit="ns">3.27</metric>
    <metric name="worstSetupStartpointType" unit="">flip-flop</metric>
    <metric name="r2r_start" unit="">zed[0]</metric>
    <metric name="worst-r2r-cell-count" unit="">7</metric>
    <metric name="worst_flop_to_flop_path_endpoint" unit="">zed[59]</metric>
  </group>
  <group name="placed_design">
    <metric name="dp.final_hpwl" unit="um">3070</metric>
    <metric name="portBuffers" unit="">2</metric>
    <metric name="final_weighted_congestion_of_routability_driven_global_placement" unit="">0.777</metric>
  </group>
  <group name="global_routing">
    <metric name="vias_in_the_first_global_route" unit="">1675</metric>
    <metric name="globalRouteOverflowTotal" unit="">0</metric>
    <metric name="wire_length_of_the_first_global_routing_pass" unit="um">8360</metric>
    <metric name="grt_start_max_net_pins" unit="">38</metric>
    <metric name="number_of_antenna_violations_at_the_first_check_in_global_routing" unit="">0</metric>
    <metric name="groute.usage.overall" unit="">0.108</metric>
  </group>
  <group name="run">
    <metric name="log.warning_count" unit="">26</metric>
    <metric name="maxCapViolations" unit="">0</metric>
  </group>
</metrics>
==> worst max path at each step <==
stage | startpoint | end | slack [ns] | cells past startpoint
global route | zed[0] | zed[24] | 1.26 | 7
CTS | zed[0] | zed[7] | 1.44 | 7
finish | zed[0] | zed[59] | 1.48 | 7
==> critical path, stage by stage (launching register included) <==
cell and delay [ns]:
sky130_fd_sc_hd__edfxtp_1 0.45, sky130_fd_sc_hd__inv_1 0.09, sky130_fd_sc_hd__ha_1 0.13, sky130_fd_sc_hd__nor4b_2 0.25, sky130_fd_sc_hd__nand4_1 0.11, sky130_fd_sc_hd__or4_1 0.54, sky130_fd_sc_hd__or4_2 0.93, sky130_fd_sc_hd__buf_4 0.41
==> final cells by class <==
type / count / share of cell area
tap: 129 / 0.0463
clock inverter: 7 / 0.0341
clock buffer: 9 / 0.0356
sequential: 65 / 0.557
inverter: 4 / 0.00431
multi-input combinational: 171 / 0.310
timing repair buffer: 5 / 0.0122
==> cells in the final DEF (no fill, tap or decap), types with 2 or more instances in the layout <==
| cell type | instances |
|---|---|
| sky130_fd_sc_hd__o31ai_1 | 5 |
| sky130_fd_sc_hd__o21ai_0 | 7 |
| sky130_fd_sc_hd__nand4_1 | 9 |
| sky130_fd_sc_hd__nor2_1 | 4 |
| sky130_fd_sc_hd__or3_1 | 6 |
| sky130_fd_sc_hd__buf_4 | 3 |
| sky130_fd_sc_hd__bufinv_16 | 3 |
| sky130_fd_sc_hd__ha_1 | 2 |
| sky130_fd_sc_hd__and3_1 | 5 |
| sky130_fd_sc_hd__a211oi_2 | 2 |
| sky130_fd_sc_hd__clkdlybuf4s50_1 | 2 |
| sky130_fd_sc_hd__xnor2_1 | 3 |
| sky130_fd_sc_hd__clkinv_4 | 2 |
| sky130_fd_sc_hd__a21oi_1 | 2 |
| sky130_fd_sc_hd__xor2_1 | 10 |
| sky130_fd_sc_hd__and4_1 | 6 |
| sky130_fd_sc_hd__edfxtp_1 | 64 |
| sky130_fd_sc_hd__nand3_1 | 8 |
| sky130_fd_sc_hd__conb_1 | 38 |
| sky130_fd_sc_hd__nor3_1 | 15 |
| sky130_fd_sc_hd__clkbuf_8 | 9 |
| sky130_fd_sc_hd__nand2_1 | 9 |
| sky130_fd_sc_hd__or4_1 | 7 |
| sky130_fd_sc_hd__a211oi_1 | 8 |
| sky130_fd_sc_hd__inv_1 | 4 |
| sky130_fd_sc_hd__nor4_1 | 12 |
==> power groups by stage <==
stage	combinational (mW)	clock (mW)	sequential, mW
4_1_cts	0.00683	0.582	0.654
6_report	0.00659	0.567	0.654
5_1_grt	0.00846	0.607	0.655
==> stage by stage <==
stage           util  area, um2  worst slack [ns]  hold slack, ns  cells
2_1_floorplan      -       3110              1.54           0.455    251
3_3_place_gp   0.344       3240              1.49           0.482    374
3_5_place_dp   0.344       3240              1.49           0.488    374
4_1_cts        0.370       3480              1.44           0.506    390
5_1_grt        0.370       3480              1.26           0.562    390
6_report       0.370       3480              1.48           0.502    390
==> cell families (layout without fill, tap and decap cells) <==
logic type	count (synthesis)	after routing	share of synthesized area
and+or+nand+nor	89	89	0.191
DFF	65	65	0.653
AOI/OAI and AO/OA	29	29	0.0770
buffers and inverters	15	25	0.0311
xor gates and xnor gates	13	13	0.0383
adders and majority gates	2	2	0.00841
other	1	38	0.00126
==> routing by layer <==
layer	vias to the layer above	track usage
met5	-	0
met3	8	0.0392
met2	39	0.144
met1	867	0.183
met4	0	0.0145
li1	910	-
==> sequential cells by signal (all words and copies together) (netlist names) <==
register,cells
zed,64
safe,1
Power and IR drop assume default switching activity.
